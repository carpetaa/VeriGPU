==> flow/design.v <==
parameter float_exp_width = 8;
parameter float_mant_width = 23;
parameter float_width = float_exp_width + float_mant_width + 1;
task chunked_adder_task(
    input [adder_width - 1:0] a,
    input [adder_width - 1:0] b,
    output reg [adder_width - 1:0] out
);
    parameter adder_width = 32;
    parameter half_width = adder_width / 2;
    reg [half_width - 1:0] a1, a0;
    reg [half_width - 1:0] b1, b0;
    reg [half_width - 1:0] out0;
    reg [half_width - 1:0] out10, out11;
    reg [half_width - 1:0] out1;
    reg c0;
    reg [half_width - 1:0] b1out, b0out;   
    {a1, a0} = a;
    {b1, b0} = b;
    {c0, out0} = a0 + b0;
    out10 = a1 + b1;
    out11 = a1 + b1 + 1;
    out1 = c0 ? out11 : out10;
    out = {out1, out0};
endtask
task chunked_sub_task(
    input [adder_width - 1:0] a,
    input [adder_width - 1:0] b,
    output reg [adder_width - 1:0] out
);
    parameter adder_width = 32;
    parameter half_width = adder_width / 2;
    reg [half_width - 1:0] a1, a0;
    reg [half_width - 1:0] b1, b0;
    reg [half_width - 1:0] out0;
    reg [half_width - 1:0] out10, out11;
    reg [half_width - 1:0] out1;
    reg c0;
    reg [half_width - 1:0] b1out, b0out;   
    {a1, a0} = a;
    {b1, b0} = b;
    {c0, out0} = a0 - b0;
    out10 = a1 - b1;
    out11 = a1 - b1 - 1;
    out1 = c0 ? out11 : out10;
    out = {out1, out0};
endtask
parameter bits_per_cycle = 1;
parameter bits_per_cycle = 2;
parameter bits_per_cycle = 4;
parameter width = 32;
parameter num_regs = 32;
parameter data_width = 32;
parameter addr_width = 32;
parameter instr_width = 32;
parameter reg_sel_width = $clog2(num_regs);
parameter float_exp_width = 8;
parameter float_mant_width = 23;
parameter float_width = float_exp_width + float_mant_width + 1;
task chunked_add_task(
    input [adder_width - 1:0] a,
    input [adder_width - 1:0] b,
    output reg [adder_width - 1:0] out
);
    parameter adder_width = 32;
    parameter half_width = adder_width / 2;
    reg [half_width - 1:0] a1, a0;
    reg [half_width - 1:0] b1, b0;
    reg [half_width - 1:0] out0;
    reg [half_width - 1:0] out10, out11;
    reg [half_width - 1:0] out1;
    reg c0;
    reg [half_width - 1:0] b1out, b0out;   
    {a1, a0} = a;
    {b1, b0} = b;
    {c0, out0} = a0 + b0;
    out10 = a1 + b1;
    out11 = a1 + b1 + 1;
    out1 = c0 ? out11 : out10;
    out = {out1, out0};
endtask
task chunked_sub_task(
    input [adder_width - 1:0] a,
    input [adder_width - 1:0] b,
    output reg [adder_width - 1:0] out
);
    parameter adder_width = 32;
    parameter half_width = adder_width / 2;
    reg [half_width - 1:0] a1, a0;
    reg [half_width - 1:0] b1, b0;
    reg [half_width - 1:0] out0;
    reg [half_width - 1:0] out10, out11;
    reg [half_width - 1:0] out1;
    reg c0;
    reg [half_width - 1:0] b1out, b0out;   
    {a1, a0} = a;
    {b1, b0} = b;
    {c0, out0} = a0 - b0;
    out10 = a1 - b1;
    out11 = a1 - b1 - 1;
    out1 = c0 ? out11 : out10;
    out = {out1, out0};
endtask
parameter mem_simulated_delay = 5;
parameter memory_size = 16 * 1024 * 1024;
parameter mem_simulated_delay = 5;
parameter memory_size = 512;
parameter mem_simulated_delay = 5;
parameter memory_size = 16;
typedef enum bit[6:0] {
    STORE =    7'b0100011,
    OPIMM =    7'b0010011,
    LOAD =     7'b0000011,
    BRANCH =   7'b1100011,
    OP =       7'b0110011,
    LUI =      7'b0110111,
    MADD =     7'b1000011,
    LOADFP =   7'b0000111,
    STOREFP =  7'b0100111,
    MSUB =     7'b1000111,
    JALR =     7'b1100111,
    NMSUB =    7'b1001011,
    NMADD =    7'b1001111,
    OPFP =     7'b1010011,
    AUIPC =    7'b0010111,
    OP32 =     7'b0111011,
    OPIMM32 =  7'b0011011,
    JAL =      7'b1101111
} e_op;
typedef enum bit[2:0] {
    ADDI  = 3'b000,
    SLTI  = 3'b010,
    SLTIU = 3'b011,
    XORI  = 3'b100,
    ORI   = 3'b110,
    ANDI  = 3'b111,
    SLLI  = 3'b001,
    SRLI  = 3'b101
} e_funct_opimm;
typedef enum bit[2:0] {
    BEQ = 3'b000,
    BNE = 3'b001,
    BLT = 3'b100,
    BGE = 3'b101,
    BLTU = 3'b110,
    BGEU = 3'b111
} e_funct_branch;
typedef enum bit[9:0] {
    ADD =  10'b0000000000,
    SLT =  10'b0000000010,
    SLTU = 10'b0000000011,
    AND =  10'b0000000111,
    OR =   10'b0000000110,
    XOR =  10'b0000000100,
    SLL =  10'b0000000001,
    SRL =  10'b0000000101,
    SUB =  10'b0100000000,
    SRA =  10'b0100000101,
    MUL =    10'b0000001000,
    MULH =   10'b0000001001,
    MULHSU = 10'b0000001010,
    MULHU =  10'b0000001011,
    DIV =    10'b0000001100,
    DIVU =   10'b0000001101,
    REM =    10'b0000001110,
    REMU =   10'b0000001111
} e_funct_op;
typedef enum bit[4:0] {
    FADD =  5'b00000,
    FSUB =  5'b00001,
    FMUL =  5'b00010,
    FDIV =  5'b00011,
    FSQRT = 5'b01011
} e_funct5_float;
`default_nettype none
module float_add_pipeline(
    input                         clk,
    input                         rst,
    input                         req,
    input [float_width - 1:0]     a,
    input [float_width - 1:0]     b,
    output reg [float_width -1:0] out,
    output reg                      ack
);
    reg                             a_sign;
    reg [float_exp_width - 1:0]     a_exp;
    reg [float_mant_width + 2:0]    a_mant;  
    reg                             b_sign;
    reg [float_exp_width - 1:0]     b_exp;
    reg [float_mant_width + 2:0]    b_mant;
    reg [float_exp_width - 1:0]     new_exp;
    reg [float_mant_width + 2:0]    new_mant;
    reg [float_exp_width - 1:0]     exp_diff;
    reg [float_mant_width + 2:0]    new_mant_lookup[float_mant_width];
    reg [$clog2(float_mant_width) - 1:0]
                                    norm_shift;
    reg                             new_sign;
    reg [float_width -1:0]          n_out;
    reg                             n_ack;
    reg                             n_a_sign;
    reg [float_exp_width - 1:0]     n_a_exp;
    reg [float_mant_width + 2:0]    n_a_mant;  
    reg                             n_b_sign;
    reg [float_exp_width - 1:0]     n_b_exp;
    reg [float_mant_width + 2:0]    n_b_mant;
    reg [float_exp_width - 1:0]     n_new_exp;
    reg [float_mant_width + 2:0]    n_new_mant;
    reg                             n_new_sign;
    typedef enum bit[1:0] {
        IDLE,
        S1,
        S2
    } e_state;
    reg [1:0] state;
    reg [1:0] n_state;
    always @(state, req) begin
        n_state = state;
        n_a_sign = a_sign;
        n_a_exp = a_exp;
        n_a_mant = a_mant;
        n_b_sign = b_sign;
        n_b_exp = b_exp;
        n_b_mant = b_mant;
        n_new_exp = new_exp;
        n_new_mant = new_mant;
        n_new_sign = new_sign;
        n_out = '0;
        n_ack = 0;
        for(int shift = 0; shift < float_mant_width; shift++) begin
            new_mant_lookup[shift] = 0;
        end
        begin end;
        case(state)
            IDLE: begin
                begin end;
                if(req) begin
                    begin end;
                    begin end;
                    n_a_mant[float_mant_width + 2:float_mant_width] = 3'b001;
                    {n_a_sign, n_a_exp, n_a_mant[float_mant_width - 1:0]} = a;
                    n_b_mant[float_mant_width + 2:float_mant_width] = 3'b001;
                    {n_b_sign, n_b_exp, n_b_mant[float_mant_width - 1:0]} = b;
                    if(n_a_exp > n_b_exp) begin
                        n_new_exp = n_a_exp;
                        exp_diff = n_a_exp - n_b_exp;
                        n_b_mant = n_b_mant >> exp_diff;
                    end else begin
                        n_new_exp = n_b_exp;
                        exp_diff = n_b_exp - n_a_exp;
                        n_a_mant = n_a_mant >> exp_diff;
                    end
                    n_state = S1;
                end
            end
            S1: begin
                begin end;
                begin end;
                if(n_a_sign != n_b_sign) begin
                    begin end;
                    begin end;
                    if(n_a_mant > n_b_mant) begin
                        n_new_mant = n_a_mant - n_b_mant;
                        n_new_sign = n_a_sign;
                    end else begin
                        n_new_mant = n_b_mant - n_a_mant;
                        n_new_sign = n_b_sign;
                    end
                end else begin
                    n_new_sign = n_a_sign;
                    n_new_mant = n_a_mant + n_b_mant;
                end
                n_state = S2;
            end
            S2: begin
                begin end;
                if(n_new_mant[float_mant_width + 1] == 1) begin
                    n_new_mant[float_mant_width + 1:0] = n_new_mant[float_mant_width + 1:0] >> 1;
                    n_new_exp = n_new_exp + 1;
                end
                norm_shift = 0;
                begin end;
                if(|n_new_mant == 0) begin
                    n_new_exp = '0;
                    n_new_sign = 0;
                end else begin
                    for(int shift_int = float_mant_width - 1; shift_int >= 0; shift_int--) begin
                        reg [$clog2(float_mant_width) - 1:0] shift;
                        shift = shift_int[$clog2(float_mant_width) - 1:0];
                        begin end;
                        if(n_new_mant[float_mant_width - shift] == 1) begin
                            norm_shift = shift;
                            new_mant_lookup[shift] = n_new_mant << shift;
                        end
                    end
                    n_new_mant = new_mant_lookup[norm_shift];
                    n_new_exp = n_new_exp - { {float_exp_width - $clog2(float_mant_width) {1'b0}}, norm_shift };
                end
                n_out = {n_new_sign, n_new_exp, n_new_mant[float_mant_width - 1:0]};
                n_ack = 1;
                n_state = IDLE;
            end
            default: begin
            end
        endcase
    end
    always @(posedge clk, negedge rst) begin
        if(~rst) begin
            state <= IDLE;
            out <= 0;
            ack <= 0;
            a_sign <= 0;
            a_exp <= '0;
            a_mant <= '0;
            b_sign <= 0;
            b_exp <= '0;
            b_mant <= '0;
            new_exp <= '0;
            new_mant <= '0;
            new_sign <= '0;
        end else begin
            out <= n_out;
            ack <= n_ack;
            state <= n_state;
            a_sign <= n_a_sign;
            a_exp <= n_a_exp;
            a_mant <= n_a_mant;
            b_sign <= n_b_sign;
            b_exp <= n_b_exp;
            b_mant <= n_b_mant;
            new_exp <= n_new_exp;
            new_mant <= n_new_mant;
            new_sign <= n_new_sign;
        end
    end
endmodule
==> flow/run.sh <==
#!/bin/bash
# OpenROAD 26Q1-2900-gdf79404cd8, Yosys 0.63+post, stock flow scripts
make -C /OpenROAD-flow-scripts/flow DESIGN_CONFIG=/design/flow/config.mk WORK_HOME=/design/flow/orfs finish
==> flow/config.mk <==
export PLATFORM = sky130hd
export DESIGN_NAME = float_add_pipeline
export DESIGN_NICKNAME = float_add_pipeline
export VERILOG_FILES = /design/flow/design.v
export SDC_FILE = /design/flow/constraint.sdc
export NUM_CORES = 4
export LEC_CHECK = 1
export CORE_UTILIZATION = 40
==> flow/constraint.sdc <==
current_design float_add_pipeline

set clk_period 10.5
set clk_io_pct 0.2

create_clock -name clk0 -period $clk_period [get_ports {clk}]

set non_clock_inputs [all_inputs -no_clocks]
set_input_delay [expr $clk_period * $clk_io_pct] -clock clk0 $non_clock_inputs
set_output_delay [expr $clk_period * $clk_io_pct] -clock clk0 [all_outputs]
==> flow_summary.yaml <==
# flow metrics
outcome:
  outcome: "finished, final reports clean"
worst_setup_path:
  timing.critical_path.max_delay_family: "AND-OR/OR-AND gates"
  critical-path-top-cell-by-count: "buf_4"
  timing.critical_path.fanout_max: 33
  cp_slowest_stage_delay_ps: 600
  path_cells: "clkdlybuf4s50_1 -> inv_1 -> ha_1 -> fa_1 -> nor2b_4 -> o211ai_1 -> a211oi_2 -> or2_2 -> buf_4 -> buf_4 -> mux4_1 -> mux2i_1 -> nor2_1 -> o21ai_1 -> nor3_1 -> a2111oi_1 -> a21oi_1"
  worstPathArrival_ps: 6830
  setup.worst_path.end_class: "flop"
  worst-setup-path-type: "in2reg"
  critical_path_depth: 17
  ff2ff_path_depth: 19
  startpoint_type: "primary input"
  timing.critical_path.slowest_stage_cell: "mux4_1"
  worst_ep_required_time_ps: 10790
  crit_path_buffers_inverters: 4
final_timing:
  holdWs_ps: 499
  final_hold_viol_count: 0
  skew_ps: 15.6
  setup_repair_after_global_routing_missed_its_margin: "false"
  drv_slew: 0
  slew_headroom_pct: 37.8
  timing.setup.tns_ps: 0
  finalWorstSetupSlack_ps: 3960
  clock.fmax_ghz: 0.153
  worst-slew-pin-transition_ps: 908
  period_minus_slack_ps: 6540
  post-route-period-util_pct: 62.3
  final_setup_fails: 0
placed_design:
  numPlacedInstances: 2295
  port-buffer-count: 99
  dp.final_hpwl_mm: 44.7
  dp_slack_ps: 3580
  place_area_mm2: 0.0155
  gp_routability_congestion: 1.03
global_route:
  globalRoute.totalOverflow: 0
  grt_use_total_pct: 33.6
  grt_first_pass_wirelength_mm: 89.2
  antenna_violations_before_repair: 0
  via_count_of_the_first_global_routing_pass: 14000
  maximum_number_of_pins_on_one_net_before_global_route_repair: 73
cts:
  clkSlewWorstSetupHoldPaths_ps: 60
  cts_resized: 0
  post-cts-setup-buffer-count: 0
  cts_buffers: 17
  cts_sinks: 121
  cts_root_buffer: "clkbuf_16"
  cts_max_path_buffers: 2
  late_pin_clk_latency_ps: 440
  cts_hold_repair.buffers: 0
  tritoncts: "yes"
  cts_max_level: 4
routing:
  final_antenna_net_count: 0
  drc_errors: 0
  first_drt_pass_iteration_count: 5
  wire_per_inst_um: 25.0
  detail_route.iter0.violations: 1453
  route.antenna.diode_count: 0
  wl_mm: 58.2
  dr_total_vias: 14900
  viasPerCell: 6.40
synthesis:
  dominantRegCellSynth: "dfrtp_1"
  edf_count: 0
  ys_warn_count: 2
  async_reset_ff_share_pct: 100
  ys_chip_area_mm2: 0.0141
  synth_stat.cells: 1826
  netlist-cell-type-count: 99
  post_synth.cell_area_avg_um2: 7.74
  ys_seq_share_pct: 21.4
  mappedNetlistArea_mm2: 0.0141
  ys_seq_elements: 121
  postSynthCellCount: 1826
die:
  io-pin-count: 100
  fp.dieH_um: 190
  placementRows: 68
  die.size.x_um: 190
  fp_util_pct: 40.8
  design.core.area_mm2: 0.0346
  die_area_mm2: 0.0361
run:
  max-cap-violations: 0
  warnings: 80
power_and_ir_drop:
  power_per_cell_area_mw_per_mm2: 307
  ir_worst_vdd_v: 0.000246
  total_leakage_power_nw: 6.70
  finalPower_mw: 4.94
layout:
  final_core_utilization_pct: 46.5
  final_cell_mix: "182 x nand2_1, 177 x a21oi_1, 127 x nor2_1, 119 x dfrtp_1, 107 x o21ai_0"
  sequential_cell_area_mm2: 0.00303
  comb_area_mm2: 0.0101
  final_layout_size_suffix_gt1_share_pct: 8.55
  number_of_filler_instances_in_the_final_layout: 3376
  count_of_placed_standard_cells_in_the_final_layout_fillers_left_out: 2327
  layout.cell_area.non_filler_mm2: 0.0161
  synthToLayoutAreaGrowth_pct: 13.9
  lay_top_count: "nand2_1"
hold_path:
  hp-class: "reg2reg"
  hold_path_depth: 2
layer usage:
metal  global-route usage, %  vias up  part of all wire [%]
li1                        -     6864                     -
met1                    56.1     7160                    48
met2                    45.4      769                    40
met3                    6.12       96                   8.9
met4                    6.82        0                   2.3
met5                       0        -                     0
power breakdown:
group	internal [mW]	switching, mW
Sequential	0.620	0.248
Combinational	1.24	2.24
Clock	0.357	0.231
Total	2.22	2.72
tightest hold or removal path: stages, from the launching register on:
cell,delay (ps)
dfstp_2,380
inv_1,50
o21ai_0,70
final timing paths:
kind	slack, ps	start	to
max in group asynchronous	7290	rst	out[31]
hold / removal	500	state[0]	state[0]
setup / recovery	3960	a[23]	b_mant[11]
hold reg to reg	500	state[0]	state[0]
min in group asynchronous	1630	rst	a_mant[13]
setup reg to reg	5240	new_mant[24]	new_exp[6]
state kept, by name, indices dropped and copies added, names as in the netlist:
| register | flops |
|---|---|
| state | 3 |
| new_mant | 26 |
| b_sign | 1 |
| new_sign | 1 |
| b_mant | 24 |
| out | 32 |
| a_sign | 1 |
| new_exp | 8 |
| ack | 1 |
| a_mant | 24 |
cell families (layout without fill, tap and decap cells):
group,after synthesis,count (layout),synth area share [%]
compound gates,656,656,30.8
xor+xnor,45,45,2.79
fa+ha+maj,99,99,9.09
buf+inv,244,290,7.11
flops,121,121,21.4
mux,107,107,9.95
simple gates,554,554,18.8
area by class of cell:
cell class,instances,area share [%]
tap,455,3.54
timing repair buffer,150,8.53
inverter,108,2.52
multi-input combinational,1461,62.9
sequential,121,18.8
clock buffer,19,2.75
clock inverter,13,0.879
synthesized netlist by cell type (12+ instances only):
library cell	instances	area [um^2]
nand2b_1	22	138
a22oi_1	14	105
a211oi_1	23	173
o21ai_0	107	536
o22ai_1	50	313
nor2b_1	26	163
nor3_1	45	225
mux4_2	13	293
nand3_1	41	205
nor2_1	127	477
and3_1	20	125
mux2i_1	67	671
mux2_2	17	191
buf_2	31	155
o211ai_1	13	97.6
dfrtp_1	120	3000
clkbuf_1	87	327
or3_1	17	106
inv_1	105	394
nand4_1	12	75.1
a21oi_1	177	886
o21bai_1	21	158
a31oi_1	41	257
a21o_1	36	270
xnor2_1	28	245
a221oi_1	14	123
ha_1	93	1160
xor2_1	17	149
o221ai_1	24	210
o22a_1	21	184
nand2_1	183	687
Power and IR drop assume default switching activity.
